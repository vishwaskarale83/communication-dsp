### /design/flow/config.mk
export PLATFORM = sky130hd
export DESIGN_NAME = satellite_dsp_system
export DESIGN_NICKNAME = satellite_dsp_system
export VERILOG_FILES = /design/flow/design.v
export SDC_FILE = /design/flow/constraint.sdc
export NUM_CORES = 4
export LEC_CHECK = 1
export CORE_AREA = 10 10 113 113
export DIE_AREA = 0 0 123 123
### /design/flow/constraint.sdc
current_design satellite_dsp_system

set clk_period 1.0
set clk_io_pct 0.2

create_clock -name clk0 -period $clk_period [get_ports {clk}]

set non_clock_inputs [all_inputs -no_clocks]
set_input_delay [expr $clk_period * $clk_io_pct] -clock clk0 $non_clock_inputs
set_output_delay [expr $clk_period * $clk_io_pct] -clock clk0 [all_outputs]
### /design/flow/design.v
module adaptive_equalizer (
    input clk,
    input reset,
    input signed [15:0] received_signal,
    output reg signed [15:0] equalized_signal
);
reg signed [15:0] coefficients [0:3];
always @(posedge clk or posedge reset) begin
    if (reset) begin
        equalized_signal <= 0;
    end else begin
        equalized_signal <= received_signal; 
    end
end
endmodule
module channel_estimator (
    input clk,
    input reset,
    input [15:0] received_signal,
    output reg [15:0] estimated_channel
);
always @(posedge clk or posedge reset) begin
    if (reset) begin
        estimated_channel <= 0;
    end else begin
        estimated_channel <= received_signal; 
    end
end
endmodule
module convolutional_encoder (
    input clk,
    input reset,
    input data_in,
    output reg [1:0] encoded_out  
);
always @(posedge clk or posedge reset) begin
    if (reset) begin
        encoded_out <= 0;
    end else begin
        encoded_out <= {data_in, data_in}; 
    end
end
endmodule
module qpsk_modulator (
    input clk,
    input reset,
    input [1:0] data_in,  
    output reg signed [15:0] i_out,      
    output reg signed [15:0] q_out       
);
always @(posedge clk or posedge reset) begin
    if (reset) begin
        i_out <= 0;
        q_out <= 0;
    end else begin
        case (data_in)
            2'b00: begin i_out <= 32767; q_out <= 0; end    
            2'b01: begin i_out <= 0; q_out <= 32767; end    
            2'b10: begin i_out <= -32768; q_out <= 0; end   
            2'b11: begin i_out <= 0; q_out <= -32768; end   
        endcase
    end
end
endmodule
module satellite_dsp_system(
    input clk,
    input reset,
    input [1:0] data_in,          
    input signed [15:0] rx_signal,  
    output [31:0] tx_signal,       
    output signed [15:0] processed_signal  
);
    wire signed [15:0] i_signal, q_signal;
    wire [1:0] encoded_signal;
    wire signed [15:0] equalized_signal;
    wire signed [15:0] channel_estimate;
    wire [15:0] synchronized_signal;
    wire decoded_signal;
    qpsk_modulator modulator (
        .clk(clk),
        .reset(reset),
        .data_in(data_in),
        .i_out(i_signal),  
        .q_out(q_signal)   
    );
    convolutional_encoder encoder (
        .clk(clk),
        .reset(reset),
        .data_in(data_in[0]),  
        .encoded_out(encoded_signal)
    );
    synchronizer sync (
        .clk(clk),
        .reset(reset),
        .input_signal(rx_signal),
        .synchronized_signal(synchronized_signal)
    );
    adaptive_equalizer equalizer (
        .clk(clk),
        .reset(reset),
        .received_signal(synchronized_signal),
        .equalized_signal(equalized_signal)
    );
    channel_estimator estimator (
        .clk(clk),
        .reset(reset),
        .received_signal(synchronized_signal),
        .estimated_channel(channel_estimate)
    );
    viterbi_decoder decoder (
        .clk(clk),
        .reset(reset),
        .received_data(encoded_signal),
        .decoded_data(decoded_signal)
    );
    assign tx_signal = {i_signal, q_signal};  
    assign processed_signal = equalized_signal;  
endmodule
module synchronizer (
    input clk,
    input reset,
    input [15:0] input_signal,
    output reg [15:0] synchronized_signal
);
always @(posedge clk or posedge reset) begin
    if (reset) begin
        synchronized_signal <= 0;
    end else begin
        synchronized_signal <= input_signal; 
    end
end
endmodule
module viterbi_decoder (
    input clk,
    input reset,
    input [1:0] received_data,
    output reg decoded_data
);
always @(posedge clk or posedge reset) begin
    if (reset) begin
        decoded_data <= 0;
    end else begin
        decoded_data <= received_data[0]; 
    end
end
endmodule
### /design/flow/run.sh
#!/bin/bash
# OpenROAD 26Q1-2900-gdf79404cd8, Yosys 0.63+post, stock flow scripts
make -C /OpenROAD-flow-scripts/flow DESIGN_CONFIG=/design/flow/config.mk WORK_HOME=/design/flow/orfs finish
==> results.json <==
{
  "status": "finished, violations left",
  "violations": "negative setup slack",
  "chipArea_um2": 15100,
  "drc": 0,
  "p_switching_w": 0.000619,
  "slowest_stage": "dfrtp_2",
  "first_iter_violations": 32,
  "post-route-worst-setup-slack_ps": -303,
  "syn_inst": 69,
  "setup_tns_ps": -6530,
  "grt_pass1_vias": 704,
  "ant_nets": 0,
  "power.share.sequential_pct": 49.2,
  "overflow": 0,
  "crit_path_max_fanout": 3,
  "cts_max_path_buffers": 2,
  "leakagePower_nw": 0.904,
  "grt_setup_unrepaired": "true",
  "clock_tree.root_cell": "clkbuf_8",
  "critPathMostFrequentCell": "buf_6",
  "chipWidth_um": 123,
  "io_pins": 68,
  "place_hpwl_um": 2220,
  "skew_ps": 8.54,
  "synthTopCellsByArea": "dfrtp_1, buf_4, and2b_2",
  "pre_cts_slack_ps": -165,
  "viasPerCell": 2.44,
  "synth_cell_types": 7,
  "crit_arrival_ps": 1100,
  "core_area_um2": 10300,
  "num_vias": 643,
  "cp_data_required_time_ps": 800,
  "first_pass_iters": 2,
  "clk_latency_ps": 280,
  "layout-drive-gt1-share_pct": 55.1,
  "max_stage_delay_ps": 440,
  "avgSynthCellArea_um2": 16.5,
  "globalplace.congestion": 0.628,
  "slew_headroom_pct": 86.7,
  "slew_violations": 0,
  "power_density_nw_per_um2": 1570,
  "synth_area_leader_cell": "dfrtp_1",
  "cap_violations": 0,
  "synth_seq_share_pct": 78.9,
  "wl_per_cell_um": 11.3,
  "syn_to_final_growth_pct": 75.3,
  "grt_pass1_wl_um": 4490,
  "hp-class": "in -> async",
  "combPwrFrac_pct": 11.5,
  "swShare_pct": 19.7,
  "antenna_found_initial": 0,
  "path_cells": "clkbuf_16 -> buf_6 -> buf_6",
  "critPathKind": "reg -> out",
  "clock-sinks": 36,
  "min_period_over_period_pct": 130,
  "numSynthFlops": 36,
  "ys_cells": 69,
  "intPower_w": 0.00253,
  "grt.total_usage_pct": 3.86,
  "std_cell_rows": 37,
  "yosys_area_um2": 1140,
  "numCtsBuffers": 5,
  "p_clk_share_pct": 39.2,
  "syn_area_um2": 1140,
  "die_h_um": 123,
  "grt_max_degree": 37,
  "mostFrequentLayoutCell": "buf_6",
  "ctsHoldBuffers": 0,
  "fp_util_pct": 11.1,
  "fmax_mhz": 767,
  "ys_warn_count": 6,
  "io_buffers": 67,
  "mostFrequentLayoutCells": "buf_6, dfrtp_1, clkdlybuf4s50_1",
  "irDropWorstVdd_mv": 0.676,
  "wl_um": 2980,
  "setup_viol": 30,
  "yosysTopAreaCellShare_pct": 78.9,
  "tightest_slew_ps": 200,
  "path_clk_slew_ps": 80,
  "period_minus_slack_ps": 1300,
  "hold_viol": 0,
  "end_kind": "output port",
  "h-tree-depth": 2,
  "antenna_cells": 0,
  "cts_tree": "yes",
  "start_kind": "flop",
  "tool_warnings": 27
}
kinds of logic (layout without fill, tap and decap cells):
group	after synthesis	in the layout	share of synthesized area (%)
buffers and inverters	29	87	18.7
and+or+nand+nor	4	4	2.30
DFF	36	36	78.9
layout make-up:
class | count | area (µm²)
clock inverter | 2 | 35.0
inverter | 1 | 7.51
timing repair buffer | 78 | 787
multi-input combinational | 4 | 26.3
fill | 1107 | 8320
clock buffer | 6 | 72.6
tap | 136 | 170
sequential | 36 | 902
through the flow:
| stage | instance area, µm² | utilization, % | hold WS [ps] | total power, W | cells |
|---|---|---|---|---|---|
| after floorplan | 1140 | - | 153 | 0.00166 | 69 |
| after global placement | 1840 | 17.8 | 332 | 0.00192 | 247 |
| after detailed placement | 1840 | 17.8 | 335 | 0.00192 | 247 |
| after CTS | 1990 | 19.2 | 300 | 0.00323 | 265 |
| after global routing | 2000 | 19.4 | 305 | 0.00333 | 263 |
| final | 2000 | 19.4 | 305 | 0.00315 | 263 |
cell usage after synthesis:
cell	instances
nor2_1	1
buf_4	28
dfrtp_1	36
inv_1	1
nor2b_1	1
and2_2	1
and2b_2	1
flip-flops by register name (all words and copies together) (netlist names):
signal                      cells
equalizer.equalized_signal     16
modulator.i_out                 2
sync.synchronized_signal       16
modulator.q_out                 2
metal layers:
layer  vias up  wire length (µm)  track usage [%]
met2        42              1370             5.46
met1       306              1220             5.07
met4         0                 8            0.509
met3         2               377             2.41
li1        293                 -                -
met5         -                 0                0
timing repair:
| action | in CTS | in global routing |
|---|---|---|
| endpoints found under the setup margin | 48 | 39 |
| setup buffers | 8 | 0 |
| cloned | 2 | 0 |
| gates resized | 186 | 12 |
worst max-delay path, delay by kind of cell (launching register included):
family,cells,cell delay [ps]
flip-flops,1,440
buffers and inverters,3,380
power groups by stage:
| stage | logic, W | clock network [W] | registers (W) |
|---|---|---|---|
| finish | 0.000363 | 0.00124 | 0.00155 |
| global route | 0.000396 | 0.00138 | 0.00156 |
| CTS | 0.000371 | 0.00131 | 0.00155 |
worst paths after layout:
| kind | to | cells past startpoint | slack [ps] | from |
|---|---|---|---|---|
| min in group clk0 | equalizer.equalized_signal[5] | 0 | 340 | sync.synchronized_signal[5] |
| worst min-delay path | equalizer.equalized_signal[4] | 3 | 300 | reset |
| max in group asynchronous | modulator.q_out[14] | 3 | 500 | reset |
| worst min register to register | equalizer.equalized_signal[5] | 0 | 340 | sync.synchronized_signal[5] |
| worst max register to register | equalizer.equalized_signal[14] | 0 | 520 | sync.synchronized_signal[14] |
| worst max-delay path | tx_signal[1] | 3 | -300 | modulator.q_out[14] |
Power is estimated from default activity; no workload was simulated.
